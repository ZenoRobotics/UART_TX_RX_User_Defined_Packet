File: config.mk
export PLATFORM = sky130hd
export DESIGN_NAME = message_printer
export DESIGN_NICKNAME = message_printer
export VERILOG_FILES = /design/flow/design.v
export SDC_FILE = /design/flow/constraint.sdc
export NUM_CORES = 4
export LEC_CHECK = 1
export CORE_AREA = 10 10 85 85
export DIE_AREA = 0 0 95 95
File: constraint.sdc
current_design message_printer

set clk_period 2.0
set clk_io_pct 0.2

create_clock -name clk0 -period $clk_period [get_ports {clk}]

set non_clock_inputs [all_inputs -no_clocks]
set_input_delay [expr $clk_period * $clk_io_pct] -clock clk0 $non_clock_inputs
set_output_delay [expr $clk_period * $clk_io_pct] -clock clk0 [all_outputs]
File: design.v
module message_printer (
    input clk,
    input rst,
    output [7:0] tx_data,
    output reg new_tx_data,
    input tx_busy,
    input [7:0] rx_data,
    input new_rx_data
  );
  localparam STATE_SIZE = 2;
  localparam IDLE = 0,
    PRINT_MESSAGE = 1,
	 PRINT_MESSAGE_DELAY = 2;
  localparam MESSAGE_LEN = 14;
  reg [STATE_SIZE-1:0] state_d, state_q = 0;
  reg [3:0] addr_d, addr_q = 0;
  wire [7:0] tx_data_w;
  message_rom message_rom (
  .clk(clk),
  .addr(addr_q),
  .data(tx_data_w)
  );
  always @(*) begin
    state_d = state_q;  
    addr_d = addr_q;    
    new_tx_data = 1'b0;
    case (state_q)
      IDLE: begin
        addr_d = 4'd0;
        if (new_rx_data && rx_data == "h")
          state_d = PRINT_MESSAGE;
      end
      PRINT_MESSAGE: begin
        if (!tx_busy) begin
          new_tx_data = 1'b0;
          addr_d = addr_q;
          state_d = PRINT_MESSAGE_DELAY;
        end
      end
		PRINT_MESSAGE_DELAY: begin
        if (!tx_busy) begin
          new_tx_data = 1'b1;
          addr_d = addr_q + 1'b1;
			 state_d = PRINT_MESSAGE;
          if (addr_q == MESSAGE_LEN-1)
            state_d = IDLE;
        end
      end
      default: state_d = IDLE;
    endcase
  end
  always @(posedge clk) begin
    if (rst) begin
      state_q <= IDLE;
    end else begin
      state_q <= state_d;
    end
    addr_q <= addr_d;
  end
  assign tx_data = tx_data_w;
endmodule
module message_rom (
    input clk,
    input [3:0] addr,
    output [7:0] data
  );
  wire [7:0] rom_data [13:0];
  assign rom_data[0] = "H";
  assign rom_data[1] = "e";
  assign rom_data[2] = "l";
  assign rom_data[3] = "l";
  assign rom_data[4] = "o";
  assign rom_data[5] = " ";
  assign rom_data[6] = "W";
  assign rom_data[7] = "o";
  assign rom_data[8] = "r";
  assign rom_data[9] = "l";
  assign rom_data[10] = "d";
  assign rom_data[11] = "!";
  assign rom_data[12] = "\n";
  assign rom_data[13] = "\r";
  reg [7:0] data_d, data_q;
  assign data = data_q;
  always @(*) begin
    if (addr > 4'd13)
      data_d = " ";
    else
      data_d = rom_data[addr];
  end
  always @(posedge clk) begin
    data_q <= data_d;
  end
endmodule
File: run.sh
#!/bin/bash
# OpenROAD 26Q1-2900-gdf79404cd8, Yosys 0.63+post, stock flow scripts
make -C /OpenROAD-flow-scripts/flow DESIGN_CONFIG=/design/flow/config.mk WORK_HOME=/design/flow/orfs finish
==> flow_summary.json <==
{
  "grt_use_met3_pct": 2.564,
  "num_rows": 27,
  "ir_worst_vdd_uv": 204.6,
  "critical_path_arrival_ps": 1430,
  "chipArea_sq_um": 9025,
  "fillers": 618,
  "outcome": "finished clean",
  "tightestPinTransition_ps": 476.6,
  "fp_util_pct": 13.60,
  "synth-area-yosys_sq_um": 744.5,
  "finClkSkew_ps": 0.5998,
  "drive_above_1_share_pct": 6.186,
  "grt_overflow": 0,
  "place_ws_ps": 191.1,
  "grt_pass1_wl_um": 2325,
  "area_growth_pct": 39.83,
  "path_max_fanout": 6,
  "start_kind": "flip-flop",
  "fin_ws_ps": 166.8,
  "power.leakage_nw": 0.3478,
  "grt.met1_usage_pct": 3.796,
  "yosysUniqueCellTypes": 36,
  "numCtsBuffers": 3,
  "netlist_area_sq_um": 744.5,
  "hold_path.class": "reg -> reg",
  "io_pins": 21,
  "drc": 0,
  "grt_busiest_layer": "met2",
  "port_buffers": 19,
  "insertion_delay_ps": 240,
  "yosysSeqAreaShare_pct": 40.34,
  "grtUsageTotal_pct": 3.166,
  "cts_setup_buffers": 0,
  "via_per_inst": 3.651,
  "grt_max_degree": 15,
  "setup_tns_ps": 0,
  "max_slew_margin_pct": 67.41,
  "dp_hpwl_um": 1219,
  "fp.dieH_um": 95,
  "fmax_mhz": 545.5,
  "antenna_cells": 0,
  "cts_tree": "done",
  "maxCapViolCount": 0,
  "antenna_left": 0,
  "path_clk_slew_ps": 50,
  "place.gp.congestion": 0.7692,
  "yosysWarnings": 2,
  "final-hold-violation-count": 0,
  "rsz0062_at_grt": "false",
  "cts_hold_buf": 0,
  "drtIter0Drc": 37,
  "clk_path_buf_depth": 2,
  "fp.dieW_um": 95,
  "htreeDepth": 1,
  "warnings": 29,
  "core-area_sq_um": 5473,
  "finalMaxSlewViolations": 0,
  "ys_cells": 79,
  "post-route-min-period_ps": 1833,
  "clock-sinks": 13,
  "place_inst": 165,
  "grt_pass1_vias": 548,
  "cp-end-kind": "output port",
  "synthCells": 79,
  "vias": 617,
  "critPathKind": "reg -> out",
  "finalNonFillerCells": 169,
  "grt_antenna_before_repair": 0,
  "mostFrequentLayoutCells": "clkdlybuf4s50_1, nor2_1, dfxtp_1, ha_1",
  "clk_root_buffer_cell": "clkbuf_8",
  "p_total_mw": 0.5311,
  "drtPass1Iterations": 4,
  "setup_violations": 0,
  "wire_per_inst_um": 9.189,
  "wl_um": 1553,
  "cp.required_ps": 1600,
  "avgSynthCellArea_sq_um": 9.424,
  "post_cts_resized": 0,
  "layout_top_cell": "clkdlybuf4s50_1",
  "powerDensity_nw_per_um2": 510.2,
  "use_met2_pct": 4.462,
  "numSynthFlops": 13,
  "fin_crit_sh_pct": 91.66
}
==> worst paths after layout <==
path         slack (ps)       start               endpoint  cells past startpoint
max                 170  state_q[0]            new_tx_data                      3
min                 540  state_q[1]             state_q[1]                      2
max reg2reg         270   addr_q[1]  message_rom.data_q[3]                      5
min reg2reg         540  state_q[1]             state_q[1]                      2
==> cell families after synthesis <==
group           Yosys count  share of synthesized area [%]
simple gates             26                          20.17
fa+ha+maj                 5                          8.403
xor+xnor                  2                          2.353
buf+inv                  11                          7.898
flops                    13                          40.34
other cells               1                         0.5037
mux                       1                          1.345
compound gates           20                          18.99
==> worst max-delay path: stages, from the launching register on <==
cell and delay (ps):
dfxtp_1 340, nand2b_1 250, nor2_1 120, clkdlybuf4s50_1 480
==> area by class of cell <==
class / count / area [sq um] / area share, %
multi-input combinational: 55 / 385.4 / 37.02
timing repair buffer: 21 / 205.2 / 19.71
tap: 72 / 90.09 / 8.654
clock buffer: 4 / 45.04 / 4.327
sequential: 13 / 300.3 / 28.85
inverter: 4 / 15.01 / 1.442
==> routing by layer <==
layer  wire [um]  vias to the layer above  share of wire, %
met1         758                      271                49
met3         236                        2                15
met4          11                        0              0.71
li1            -                      321                 -
met2         546                       23                35
met5           0                        -                 0
==> stage by stage <==
stage | area [sq um] | util, % | hold WS (ps)
final | 1041 | 19.02 | 541.3
after global routing | 1041 | 19.02 | 584.6
after global placement | 996.0 | 18.20 | 529.0
after floorplan | 744.5 | - | 469.1
after CTS | 1041 | 19.02 | 541.8
after detailed placement | 996.0 | 18.20 | 533.4
==> state kept, by name, indices dropped and copies added, names as in the netlist <==
register and cells:
message_rom.data_q 7, addr_q 4, state_q 2
==> report_power, final <==
group	internal, mW	total, mW	switching, mW
sequential	0.271	0.272	0.000598
combinational	0.0239	0.0305	0.00665
clock	0.140	0.229	0.0882
total	0.436	0.531	0.0955
==> synth_stat cells (all sizes together) <==
cell type  instances  area (sq um)
a21oi              4         20.02
or3b               1         8.760
buf                6         38.79
mux2i              1         10.01
a31oi              2         12.51
a22o               1         8.760
o21bai             1         7.510
o32a               1         10.01
o2bb2ai            1         8.760
conb               1         3.750
nand3b             3         22.52
xnor2              1         8.760
edfxtp             4         120.1
a22oi              1         7.510
o21ai              4         20.02
nor3               2         10.01
nor2               9         33.78
o41ai              1         8.760
nand3              1         5.000
nor2b              3         18.77
nor4               1         6.260
o221a              1         11.26
inv                4         15.01
xor2               1         8.760
a211oi             1         7.510
nand2b             3         18.77
nand4              1         6.260
a311o              1         10.01
clkbuf             1         5.000
a2111oi            1         8.760
ha                 5         62.56
dfxtp              9         180.2
nor4bb             1         10.01
or4b               1         10.01
