==> flow/design.v <==
module message_rom (
    input clk,
    input [3:0] addr,
    output [7:0] data
  );
  wire [7:0] rom_data [13:0];
  assign rom_data[0] = "H";
  assign rom_data[1] = "e";
  assign rom_data[2] = "l";
  assign rom_data[3] = "l";
  assign rom_data[4] = "o";
  assign rom_data[5] = " ";
  assign rom_data[6] = "W";
  assign rom_data[7] = "o";
  assign rom_data[8] = "r";
  assign rom_data[9] = "l";
  assign rom_data[10] = "d";
  assign rom_data[11] = "!";
  assign rom_data[12] = "\n";
  assign rom_data[13] = "\r";
  reg [7:0] data_d, data_q;
  assign data = data_q;
  always @(*) begin
    if (addr > 4'd13)
      data_d = " ";
    else
      data_d = rom_data[addr];
  end
  always @(posedge clk) begin
    data_q <= data_d;
  end
endmodule
module uart_cogn_map_interface (
    input clk,
    input rst,
    output [7:0] tx_data,
    output reg new_tx_data,
    input tx_busy,
    input [15:0] rx_word,
    input new_rx_word,
	 output reg [23:0] x_coord,
	 output reg [23:0] y_coord,
	 output reg data_out_valid,
	 input  pc_found,    
    input  bvc_found	   
  );
  localparam STATE_SIZE = 3;
  localparam IDLE = 0,
    PRINT_MESSAGE = 1,
	 PRINT_MESSAGE_DELAY1 = 2,
	 PRINT_MESSAGE_DELAY2 = 3;
  localparam MESSAGE_LEN = 14;
  localparam DELAY_COUNT = 100;
  reg [STATE_SIZE-1:0] state_d, state_q = 0;
  reg [3:0] addr_d, addr_q = 0;
  reg [7:0] delay_cnt_d = 0;
  wire [7:0] tx_data_w;
  message_rom message_rom (
  .clk(clk),
  .addr(addr_q),
  .data(tx_data_w)
  );
  always @(*) begin
    state_d = state_q;  
    addr_d = addr_q;    
    new_tx_data = 1'b0;
    case (state_q)
      IDLE: begin
		  addr_d = 4'd0;
        if (new_rx_word && rx_word[7:0] == "h")
          state_d = PRINT_MESSAGE;
      end
      PRINT_MESSAGE: begin
		  delay_cnt_d = 8'h00;
		  if (!tx_busy) begin
          new_tx_data = 1'b0;
          addr_d = addr_q;
          state_d = PRINT_MESSAGE_DELAY1;
        end
      end
		PRINT_MESSAGE_DELAY1: begin
		  if (!tx_busy) begin
		    new_tx_data = 1'b0;
          addr_d = addr_q;
          state_d = PRINT_MESSAGE_DELAY2;
        end
      end
		PRINT_MESSAGE_DELAY2: begin
        if (!tx_busy) begin 
          new_tx_data = 1'b1;
          addr_d = addr_q + 1'b1;
			 state_d = PRINT_MESSAGE;
          if (addr_q == MESSAGE_LEN-1)
            state_d = IDLE;
        end
      end
      default: state_d = IDLE;
    endcase
  end
  always @(posedge clk) begin
    if (rst) begin
      state_q <= IDLE;
    end else begin
      state_q <= state_d;
    end
    addr_q <= addr_d;
  end
  assign tx_data = tx_data_w;
endmodule
==> flow/run.sh <==
#!/bin/bash
# OpenROAD 26Q1-2900-gdf79404cd8, Yosys 0.63+post, stock flow scripts
make -C /OpenROAD-flow-scripts/flow DESIGN_CONFIG=/design/flow/config.mk WORK_HOME=/design/flow/orfs finish
==> flow/config.mk <==
export PLATFORM = sky130hd
export DESIGN_NAME = uart_cogn_map_interface
export DESIGN_NICKNAME = uart_cogn_map_interface
export VERILOG_FILES = /design/flow/design.v
export SDC_FILE = /design/flow/constraint.sdc
export NUM_CORES = 4
export LEC_CHECK = 1
export CORE_AREA = 10 10 85 85
export DIE_AREA = 0 0 95 95
==> flow/constraint.sdc <==
current_design uart_cogn_map_interface

set clk_period 2.7
set clk_io_pct 0.2

create_clock -name clk0 -period $clk_period [get_ports {clk}]

set non_clock_inputs [all_inputs -no_clocks]
set_input_delay [expr $clk_period * $clk_io_pct] -clock clk0 $non_clock_inputs
set_output_delay [expr $clk_period * $clk_io_pct] -clock clk0 [all_outputs]
==> results.json <==
{
  "antenna_cells": 0,
  "crit_fanout": 3,
  "fp.dieArea_sq_mm": 0.00903,
  "fin_setup_tns_ns": 0,
  "place_area_sq_mm": 0.00125,
  "cap_viol_max_count": 0,
  "hold_class": "flop to flop",
  "ctsHoldBuffers": 0,
  "routedWlPerCell_um": 9.83,
  "dr_total_vias": 753,
  "hold_viol": 0,
  "grt_antenna_before_repair": 0,
  "final_cell_mix": "50 x conb_1, 19 x clkdlybuf4s50_1, 9 x ha_1, 9 x dfxtp_1, 6 x inv_1",
  "async_reset_ff_share_pct": 0,
  "fin_cells": 226,
  "dp_slack_ns": 0.537,
  "fp_util_pct": 21.7,
  "relSlewSlack_pct": 66.4,
  "drt_iter0_drc": 15,
  "ant_nets": 0,
  "peakVddDrop_uv": 275,
  "drtPass1Iterations": 4,
  "leakage_nw": 0.566,
  "grt_max_degree": 18,
  "synth_cell_type_count": 37,
  "synth_flop_count": 13,
  "post_cts_buffers": 0,
  "gp_congestion": 0.775,
  "hpwl_mm": 1.91,
  "tritoncts": "done",
  "finalWorstSetupSlack_ns": 0.541,
  "clockBufferDepth": 2,
  "fill_cells": 607,
  "ys.flop_type": "dfxtp_1",
  "clock.latency.late_pin_ns": 0.23,
  "finalMaxSlewViolations": 0,
  "fin_util_pct": 23.8,
  "grt_pass1_vias": 768,
  "swShare_pct": 36.8,
  "htree_levels": 1,
  "lay_top_count": "conb_1",
  "wl_mm": 2.22,
  "ys_seq_share_pct": 25.2,
  "synth-edff-count": 4,
  "mi_logic_area_sq_um": 652,
  "grt_pass1_wl_mm": 3.43,
  "min_period_ns": 2.16,
  "pwr-share-comb_pct": 45.0,
  "clkTransAtPathRegs_ns": 0.05,
  "timing.final.crit_share_pct": 80.0,
  "max_freq_mhz": 463,
  "run_status": "complete, no violations",
  "regArea_sq_um": 300,
  "cts_root_buf": "clkbuf_8",
  "p_int_uw": 585,
  "drcViolationCount": 0,
  "numCtsBuffers": 3,
  "portBuffers": 19,
  "yosys_area_sq_mm": 0.00119,
  "worst_ep_arrival_time_ns": 1.62,
  "worst_path_largest_cell_delay_ns": 0.48,
  "rsz0062_at_grt": "no",
  "cts_resized": 0,
  "tightest_slew_ns": 0.503,
  "core-area_sq_mm": 0.00547,
  "synth-cells-yosys": 135,
  "crit_slowest_cell": "clkdlybuf4s50_1",
  "power_frac_seq_pct": 37.1,
  "post_drt_via_cell_ratio": 3.33,
  "cts_sinks": 13,
  "rows": 27,
  "crit_top_cell": "clkdlybuf4s50_1",
  "path_cells": "clkdlybuf4s50_1 > nor2b_1 > clkdlybuf4s50_1",
  "drive_gt1_share_pct": 3.90,
  "critPathCaptureType": "output port",
  "overflow": 0,
  "setup-violations-final": 0,
  "cp_data_required_time_ns": 2.16,
  "skew_ns": 0.00122,
  "grt_util_all_layers_pct": 4.52,
  "die_h_um": 95,
  "start_kind": "primary input",
  "powerDensity_mw_per_mm2": 712,
  "syn2layout_area_growth_pct": 9.25,
  "warning_count": 42,
  "dp_cells": 222,
  "p_clk_share_pct": 18.0,
  "syn_area_sq_mm": 0.00119,
  "die_x_um": 95,
  "postLayoutCellArea_sq_mm": 0.00130,
  "crit_type": "primary input to output port",
  "avgSynthCellArea_sq_um": 8.81,
  "ys_warn_count": 51,
  "p_switching_uw": 341,
  "synth_cells": 135,
  "ios": 80
}
worst max-delay path, delay by kind of cell:
kind	cells	cell delay, ns
simple gates	1	0.14
buf+inv	2	0.94
final cells by class:
class / count / area share [%]
multi-input cells: 112 / 50.1
flip-flops and latches: 13 / 23.1
repair buffers: 19 / 14.6
well taps: 72 / 6.93
clock buffers: 4 / 3.46
inverters: 6 / 1.73
Yosys cell counts, drive strengths merged, types with 2 or more instances:
| master | number | area share [%] |
|---|---|---|
| edfxtp | 4 | 10 |
| ha | 9 | 9.5 |
| inv | 6 | 1.9 |
| nor2 | 4 | 1.3 |
| a31oi | 2 | 1.1 |
| nand2b | 2 | 1.1 |
| o21ai | 4 | 1.7 |
| nor2b | 4 | 2.1 |
| nor3 | 3 | 1.3 |
| nand2 | 4 | 1.3 |
| nand4 | 2 | 1.1 |
| dfxtp | 9 | 15 |
| and2 | 3 | 1.6 |
| a211oi | 2 | 1.3 |
| o21a | 2 | 1.3 |
| a21oi | 2 | 0.84 |
| nand3 | 2 | 0.84 |
| buf | 53 | 34 |
| mux2i | 2 | 1.7 |
through the flow:
step | power [mW] | hold slack, ns
after detailed placement | 0.763 | 0.503
after global routing | 1.02 | 0.568
final | 0.925 | 0.511
after CTS | 0.938 | 0.516
after global placement | 0.762 | 0.499
after floorplan | 0.691 | 0.481
flip-flops by register name, indices dropped and copies added (netlist names):
register / cells
addr_q: 4
message_rom.data_q: 7
state_q: 2
layer usage:
metal,vias to the layer above,share of wire [%],track usage [%]
met5,-,0,0
li1,394,-,-
met2,31,48,7.44
met1,328,44,5.62
met4,0,0,0.249
met3,0,8.2,2.00
power groups by stage:
stage / Sequential [mW] / Clock, mW / Combinational [mW]
4_1_cts: 0.343 / 0.174 / 0.421
5_1_grt: 0.356 / 0.183 / 0.479
6_report: 0.343 / 0.166 / 0.416
final timing paths:
path | cells after the start | from | slack, ns | to
setup reg to reg | 6 | addr_q[1] | 1.05 | message_rom.data_q[6]
hold / removal | 2 | state_q[1] | 0.51 | state_q[1]
hold reg to reg | 2 | state_q[1] | 0.51 | state_q[1]
setup / recovery | 3 | tx_busy | 0.54 | new_tx_data
logic make-up after synthesis:
group / Yosys count / synth area share [%]
other: 1 / 0.315
buffers and inverters: 59 / 35.4
adders and majority gates: 9 / 9.46
xor gates and xnor gates: 2 / 1.47
AOI/OAI and AO/OA: 20 / 12.3
and+or+nand+nor: 29 / 14.1
DFF: 13 / 25.2
muxes: 2 / 1.68
Power figures rest on the tool's default switching activity, not on a simulated workload.
